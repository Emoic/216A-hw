### design/flow/config.mk
export PLATFORM = sky130hd
export DESIGN_NAME = HW3_dp
export DESIGN_NICKNAME = HW3_dp
export VERILOG_FILES = /design/flow/design.v
export SDC_FILE = /design/flow/constraint.sdc
export NUM_CORES = 4
export LEC_CHECK = 1
export CORE_AREA = 10 10 70 70
export DIE_AREA = 0 0 80 80
### design/flow/constraint.sdc
current_design HW3_dp

set clk_period 1.5
set clk_io_pct 0.2

create_clock -name clk0 -period $clk_period [get_ports {i_clk}]

set non_clock_inputs [all_inputs -no_clocks]
set_input_delay [expr $clk_period * $clk_io_pct] -clock clk0 $non_clock_inputs
set_output_delay [expr $clk_period * $clk_io_pct] -clock clk0 [all_outputs]
### design/flow/design.v
module HW3_dp(i_clk,i_rst_n,i_data,o_find);
input i_clk, i_rst_n,i_data;
output wire o_find;
parameter S1=3'd0;
parameter S2=3'd1;
parameter S3=3'd2;
parameter S4=3'd3;
parameter S5=3'd4;
parameter S6=3'd5;
parameter S7=3'd6;
parameter S8=3'd7;
reg [3:0] state;
reg [3:0] next;
always@(*) begin
case(state)
S1 : next = i_data ? S2 : S1;
S2 : next = i_data ? S3 : S1;
S3 : next = i_data ? S3 : S4;
S4 : next = i_data ? S5 : S1;
S5 : next = i_data ? S6 : S1;
S6 : next = i_data ? S3 : S7;
S7 : next = i_data ? S8 : S1;
S8 : next = i_data ? S6 : S1;
endcase
end
always@(posedge i_clk,negedge i_rst_n) begin
if(~i_rst_n)
state <= S1;
else 
state <= next;
end
assign o_find = (state==S8);
endmodule
### design/flow/run.sh
#!/bin/bash
# OpenROAD 26Q1-2900-gdf79404cd8, Yosys 0.63+post, stock flow scripts
make -C /OpenROAD-flow-scripts/flow DESIGN_CONFIG=/design/flow/config.mk WORK_HOME=/design/flow/orfs finish
==> notes.md <==
Implementation results.

The flow ran to the end, and the final reports show no timing, DRC or antenna violations. Synthesis handed over a netlist of 21 instances. The pin count of the biggest net entering global routing is 9. The total wire length after detailed routing is 412 µm.

The global-route usage over all layers is 1.37%. Per the final layout report, the fraction of cells sized above drive strength 1 comes to 21.2%. In the final routing, the length of wire on met1 measures 227 µm. The fraction of power spent switching nets is 20.8%.

The worst path required time is 1670 ps. The share of total power in the clock network is 55.3%. The number of storage elements in the synthesis netlist is 6. Data arrives at the worst endpoint at 1550 ps.

The max capacitance violation total is 0. The power consumption is 0.253 mW. The vertical die dimension reported for this design is 80 µm.

In the Yosys stats the netlist draws on 14 distinct library cells. The type of the worst setup path is flip-flop to flip-flop. The die is 80 µm wide. Power spread over the standard cell area amounts to 696 nW/µm². The worst hold slack is 250 ps. The switching power summed over all nets is 0.0528 mW. Detailed routing placed a total of 0 µm of wire on met3.

The final clock period utilization by the worst path is 92.0%. The number of buffers added on ports is 3. The count of hold-fix buffers inserted at cts is 0. The design internal power is 0.201 mW. Per the GRT congestion report, total overflow comes to 0.

The synthesized netlist has a Yosys-reported chip area of 219 µm². In this run the deepest clock path goes through 2 buffers. The number of optimization iterations in the first detailed-route pass is 2. The total vias in the final route is 174. The critical path maximum fanout is 5. The first routing iteration left 9 violations.

The count of yosys warnings during synthesis is 1. The synthesis-to-finish area growth is 66.3%. For reference, the post-synthesis area per instance comes to 10.4 µm².

The area of the core is 3420 µm². The final timing report derives a shortest allowable period of 1380 ps. The post-detailed-route wirelength per cell is 5.22 µm. Hold-check failures listed in the final report amount to 0. Checking hold timing, the worst path is listed with class input pin to async pin. TritonCTS built the clock tree. Per the detail_route report, vias per standard cell equal 2.20.

The TritonCTS buffer count is 3. The worst reg-to-reg setup slack is 120 ps. In this run the number of H-tree levels came out at 1. The count of endpoints without a timing constraint is 3. The reg-to-reg critical path startpoint is state[0]. The fraction of the core area occupied by cells at floorplan is 6.41%.

The number of rows in the core area is 21. The total die size is 6400 µm². The total placed instance area is 322 µm². The cell area after synthesis is 219 µm².

Looking at the clock tree report, the root buffer type is sky130_fd_sc_hd__clkbuf_4. Pins over their slew limit in the final report were tallied at 0. The top metal layer carrying routed signals is met2. Per the Yosys statistics, synthesis produced 21 cells. The endpoint type of the worst setup path is a flip-flop. The global-route wire length before repair is 745 µm. The count of nets left with antenna violations after detail routing is 0.

The number of register pins that no clock reaches is 3. The source of the critical timing path is state[0]. Per the power-grid run, VDD falls by no more than 198 µV. STA classifies the critical path startpoint as a flip-flop. The number of endpoints failing setup at the final stage is 0.

The met2 wire length is 184 µm. At the end of routability-driven placement, the weighted congestion stood at 0.732. The DRC violation count after routing is 0. Setup repair after global routing left no endpoint under its margin. The script extracted a total leakage power of 0.171 nW. The initial antenna violation count is 0. The via count of the first global-routing pass is 176. Of the total power, combinational logic draws 9.2%. The register clock-pin slew on the reported worst setup and hold paths is 40 ps.

The power share of the sequential group is 35.5%. The tool warning count is 25. The summed area of non-filler cells in the final layout is 364 µm². In this run the count of I/O pins placed on the die edge is 4. Based on the critical path, the design can be clocked at up to 724 MHz.

The number of diodes is 0.
==> through the flow <==
stage                     TNS (ps)  util (%)  worst slack (ps)  std cells
after CTS                        0      10.6              12.1         79
after global placement        -469      9.41              -249         73
final                            0      10.7               119         79
after detailed placement      -561      9.41              -279         73
after floorplan                  0         -               265         23
after global routing             0      10.7              63.5         79
==> critical path, stage by stage (launching register included) <==
cell and delay [ps]:
sky130_fd_sc_hd__dfrtp_1 360, sky130_fd_sc_hd__buf_4 140, sky130_fd_sc_hd__or3b_1 380, sky130_fd_sc_hd__o211ai_2 90, sky130_fd_sc_hd__dlxtn_1 350
==> layout make-up <==
| cell class | instances | area, µm² |
|---|---|---|
| Timing Repair Buffer | 6 | 53.8 |
| Clock buffer | 4 | 26.3 |
| Sequential cell | 6 | 120 |
| Tap cell | 46 | 57.6 |
| Multi-Input combinational cell | 17 | 106 |
| Fill cell | 402 | 3050 |
==> routing by layer <==
layer | track usage, % | vias up
li1 | - | 95
met1 | 1.87 | 78
met2 | 1.93 | 1
met3 | 0.455 | 0
met4 | 0.528 | 0
met5 | 0 | -
==> path summary, 6_finish.rpt <==
check,to,cells past startpoint
setup / recovery,state[0],4
hold / removal,state[1],1
setup reg to reg,state[0],4
max in group asynchronous,state[2],1
min in group clk0,o_find,2
==> power by group through the flow <==
stage                 logic, mW  registers [mW]  clock network [mW]
after global routing     0.0265          0.0904               0.158
after CTS                0.0234          0.0900               0.147
final                    0.0232          0.0899               0.140
==> cells in the mapped netlist, drive strengths merged <==
| cell type | number | area (µm²) |
|---|---|---|
| dfrtp | 3 | 75.1 |
| dlxtn | 3 | 45.0 |
| nand2b | 3 | 18.8 |
| nand3 | 2 | 10.0 |
| o211ai | 2 | 20.0 |
| and2b | 1 | 7.51 |
| and3 | 1 | 6.26 |
| conb | 1 | 3.75 |
| nand3b | 1 | 7.51 |
| nor2 | 1 | 3.75 |
| o22ai | 1 | 6.26 |
| or2 | 1 | 6.26 |
| or3b | 1 | 8.76 |
==> sequential cells by signal (all words and copies together) (netlist names) <==
register	count
next	3
state	3
==> cells by family (layout without fill, tap and decap cells) <==
| family | after synthesis | after routing | synth area share [%] |
|---|---|---|---|
| AND/OR/NAND/NOR | 11 | 11 | 31.4 |
| AND-OR/OR-AND | 3 | 3 | 12.0 |
| flip-flops | 3 | 3 | 34.3 |
| latches | 3 | 3 | 20.6 |
| other | 1 | 3 | 1.71 |
| buffers and inverters | 0 | 10 | 0 |
==> repair_timing <==
action                                  in CTS  in global routing
endpoints found under the setup margin       2                  1
buffers inserted                             2                  0
pin swaps                                    0                  1
resized                                      1                  1
Power is estimated from default activity; no workload was simulated.
