### ./config.mk
export PLATFORM = sky130hd
export DESIGN_NAME = HW2_alu
export DESIGN_NICKNAME = HW2_alu
export VERILOG_FILES = /design/flow/design.v
export SDC_FILE = /design/flow/constraint.sdc
export NUM_CORES = 4
export LEC_CHECK = 1
export CORE_UTILIZATION = 40
### ./constraint.sdc
current_design HW2_alu

set clk_period 1.0
set clk_io_pct 0.2

create_clock -name clk0 -period $clk_period [get_ports {clk_p_i}]

set non_clock_inputs [all_inputs -no_clocks]
set_input_delay [expr $clk_period * $clk_io_pct] -clock clk0 $non_clock_inputs
set_output_delay [expr $clk_period * $clk_io_pct] -clock clk0 [all_outputs]
### ./design.v
module HW2_alu ( 
    clk_p_i,
    reset_n_i,
    data_a_i,
    data_b_i,
    inst_i,
    data_o
    );
input           clk_p_i;
input           reset_n_i;
input   [7:0]   data_a_i;
input   [7:0]   data_b_i;
input   [2:0]   inst_i;
output  [15:0]  data_o;
wire    [15 :0]   out_inst_0;  
wire    [15 :0]   out_inst_1;
wire    [15 :0]  out_inst_2;
wire    [7 :0]   out_inst_3;
wire    [7 :0]   out_inst_4;
wire    [7 :0]   out_inst_5;
wire    [15 :0]  out_inst_6;
wire    [7 :0]   out_inst_7;
reg     [7 :0]   Data_A_o_r;
reg     [7 :0]   Data_B_o_r;
reg     [2 :0]   Inst_o_r;
reg     [15 :0]   ALU_out_inst;
wire    [15 :0]   ALU_d2_w;
reg     [15 :0]   ALU_d2_r;
integer i;
assign ALU_d2_w = ALU_out_inst;
assign data_o = ALU_d2_r;
assign out_inst_0 = Data_A_o_r + Data_B_o_r;
assign out_inst_1 = Data_B_o_r - Data_A_o_r;
assign out_inst_2 = Data_A_o_r * Data_B_o_r;
assign out_inst_3 = Data_A_o_r & Data_B_o_r;
assign out_inst_4 = Data_A_o_r ^ Data_B_o_r;
assign out_inst_5 = Data_A_o_r[7]? (~Data_A_o_r)+1'b1: Data_A_o_r;
assign out_inst_6 = (Data_B_o_r - Data_A_o_r)* 3'd4;
always @(	*		) begin
    case(Inst_o_r)
        3'b000:	    ALU_out_inst = out_inst_0 ;  
        3'b001:	    ALU_out_inst = out_inst_1;
        3'b010:	    ALU_out_inst = out_inst_2;
        3'b011:	    ALU_out_inst = {{8'b0},{out_inst_3}};
        3'b100:	    ALU_out_inst = {{8'b0},{out_inst_4}};
        3'b101:	    ALU_out_inst = {{8'b0},{out_inst_5}};
        3'b110:	    ALU_out_inst = out_inst_6[7]?{{8'b1},{out_inst_6}} : {{8'b0},{out_inst_6}};
        3'b111:	    ALU_out_inst = ALU_out_inst;
        default:    ALU_out_inst = ALU_out_inst;
    endcase
end
always @(posedge clk_p_i or negedge reset_n_i) begin
    if (reset_n_i == 1'b0) begin
        ALU_d2_r    <= {(16){1'b0}};
        Data_A_o_r  <= {(8){1'b0}};
        Data_B_o_r  <= {(8){1'b0}};
        Inst_o_r    <= 3'b111;
    end
    else begin
        ALU_d2_r    <= ALU_d2_w;
        Data_A_o_r  <= data_a_i;
        Data_B_o_r  <= data_b_i;
        Inst_o_r    <= inst_i; 
    end
end
endmodule
### ./run.sh
#!/bin/bash
# OpenROAD 26Q1-2900-gdf79404cd8, Yosys 0.63+post, stock flow scripts
make -C /OpenROAD-flow-scripts/flow DESIGN_CONFIG=/design/flow/config.mk WORK_HOME=/design/flow/orfs finish
==> GITHUB_STEP_SUMMARY <==
### Flow metrics

| Metric | Value |
|---|---|
| Status | complete, but fails checks |
| Failing checks | hold timing |
| Critical Path Sink Type | output pin |
| Peak supply drop | 0.001044 V |
| Worst Path Arrival | 0.74 ns |
| Net Sw Frac | 40.83% |
| Layout fillers | 1,048 |
| Storage cell area | 1120 sq um |
| Cell taking the most area after synthesis | dfrtp_1 |
| Least-Margin Pin Slew | 0.7385 ns |
| Die Size | 11,830 sq um |
| Top FF cell, synth | dfrtp_1 |
| WL final | 10.45 mm |
| CP max stage cell | dfrtp_1 |
| Post-synth EDFFs | 0 |
| Initial antenna violation count | 0 |
| Height of the die | 108.8 um |
| Synth async-reset ratio | 68.63% |
| Share of total power in combinational logic | 55.0% |
| Pre-placement core utilization | 41.50% |
| Adder Area Share | 31.24% |
| Worst hold path class | in -> async |
| Simple share | 16.14% |
| Count of unclocked register or latch pins | 16 |
| Tmin final | 0.9435 ns |
| Via count | 3,590 |
| Flops after synth | 51 |
| Fin crit share | 94.35% |
| Top cells by area, synth | dfrtp_1 (18%), fa_1 (17%), ha_1 (15%), inv_1 (5.4%), dlxtp_1 (5.3%) |
| Leak | 2.455 nW |
| Number of max-cap violations | 0 |
| Psw | 3.123 mW |
| Final GP Congestion | 0.8806 |
| Detail Placement HPWL | 7.976 mm |
| Clk buf depth | 2 |
| TritonCTS clock tree | done |
| Slew margin rel. | 50.25% |
| Core area | 10,980 sq um |
| Clock buffers created by TritonCTS | 5 |
| # setup viols final | 0 |
| First-pass GRT wire length | 18.17 mm |
| Via-to-Cell Ratio | 5.374 |
| Int Power | 4.526 mW |
| Share of power burned in registers | 25.2% |
| Wire per inst | 15.64 um |
| Endpoints left unconstrained | 32 |
| Mapped cell area | 4558 sq um |
| Synth warn | 1 |
| Layout cells sized above 1 | 6.629% |
| Power Dens Cells | 1507 nW/um^2 |
| Clock slew at the register clock pins of the worst setup and hold paths | 0.06 ns |
| Syn Area/Cell | 9.098 sq um |
| Total grt overflow | 0 |
| Number of DRC markers in iteration 0 | 145 |
| XOR Share, Synth | 3.267% |
| Pre-CTS WS | 0.03841 ns |
| CP bufs+invs | 1 |
| Clock share of power | 19.7% |
| Post-synthesis cell count | 501 |
| Vias in the first global route | 3,670 |
| Drt first pass iters | 7 |
| Antenna-violating nets left | 0 |
| Post-Synth AOI/OAI Area | 16.31% |
| Setup CP Type | reg -> out |
| Largest net degree at the start of global routing | 36 |
| Slew Limit Fails | 0 |
| DRC viols | 0 |
| Total Neg Setup Slack | 0 ns |
| Crit path max fanout | 1 |
| Top cell type's share of synthesized area | 17.57% |
| H-Tree Depth | 2 |
| Startpoint types | flip-flop |
| I/O Buffers | 36 |
| Cell chain of the critical path | buf_2 |
| Crit-path leading delay family | flip-flops |
| Rows | 38 |
| Ys cells | 501 |
| Area grow syn2layout | 11.34% |
| Hold slack | -0.1284 ns |
| Synth logic family | adder cells |
| Crit-path max cell delay | 0.36 ns |
| DIE WIDTH | 108.8 um |
| N_diodes | 0 |
| Synth cell types | 60 |
| Yosys stat area | 4558 sq um |
| RSZ-0062 raised after global routing | no |
| Mux share of post-synthesis cell area | 0.8784% |
| Worst setup margin | 0.05649 ns |
| Final Hold Fails | 32 |
| Tool warning count | 35 |
| Gr usage total | 20.42% |
| Comb area | 3092 sq um |
| CTS root buf | clkbuf_16 |
| IO Pins | 37 |
| FMAX | 1060 MHz |
| CP required | 0.80 ns |
| Post-CTS setup buffer count | 0 |
## state kept, by name (all words and copies together) (netlist names)
register,flops
ALU_d2_r,16
ALU_out_inst,16
Data_A_o_r,8
Data_B_o_r,8
Inst_o_r,3
## Yosys cell counts (all sizes together) (4+ instances only)
master  instances
inv            66
ha             53
fa             38
and2           36
nor2           33
dfrtp          32
nand2          31
o21ai          26
a21oi          22
dlxtp          16
xnor2          11
buf            10
clkbuf          8
a31oi           7
nor3            7
a211oi          6
a21o            6
nand3           6
o211ai          6
or3             6
xor2            6
nor3b           5
a221o           4
mux2i           4
nand2b          4
nor2b           4
o21bai          4
o22ai           4
o31ai           4
## area by class of cell
cell class,count,share of cell area (%)
repair buffers,37,5.819
clock buffers,7,2.613
inverters,68,5.030
well taps,140,3.452
clock inverters,1,0.09862
multi-input cells,364,60.92
flip-flops and latches,51,22.07
## final timing paths
kind / startpoint / cells past startpoint / end / slack (ns)
setup / recovery: ALU_d2_r[13] / 1 / data_o[13] / 0.06
hold / removal: reset_n_i / 2 / Data_A_o_r[2] / -0.13
max in group asynchronous: reset_n_i / 2 / Inst_o_r[2] / 0.88
min in group clk0: inst_i[1] / 1 / Inst_o_r[1] / 0.32
## per-stage QoR
stage / instances / util (%) / area, sq um / power, mW
after global routing: 668 / 46.21 / 5075 / 8.500
final: 668 / 46.21 / 5075 / 7.650
after detailed placement: 660 / 45.68 / 5017 / 6.267
after floorplan: 501 / - / 4558 / 5.092
after CTS: 668 / 46.39 / 5095 / 7.763
after global placement: 660 / 45.68 / 5017 / 6.252
## routing by layer
| metal | vias to the layer above | routed length [um] | share of wire (%) | track usage [%] |
|---|---|---|---|---|
| met5 | - | 0 | 0 | 0 |
| met4 | 0 | 136 | 1.3 | 2.606 |
| met3 | 9 | 523 | 5.0 | 3.047 |
| met2 | 85 | 4884 | 47 | 32.59 |
| met1 | 1759 | 4906 | 47 | 31.21 |
| li1 | 1737 | - | - | - |
## power groups by stage
stage,clock network [mW],logic (mW),registers (mW)
CTS,1.57,4.26,1.93
global route,1.61,4.92,1.97
finish,1.51,4.21,1.93
## layout by cell type, fill, tap and decap left out, types with 3 or more instances in the layout
cell type,n
nor3_1,6
nand2_1,31
inv_1,66
a31oi_1,7
or3_1,6
nor2b_1,4
clkbuf_2,4
mux2i_1,4
clkdlybuf4s50_1,19
nand3_1,6
dfstp_2,3
o211ai_1,6
nand2b_1,4
buf_2,13
xnor2_1,11
o21ai_0,26
ha_1,53
nor3b_1,4
o22ai_1,4
a21oi_1,22
o21bai_1,4
a211oi_1,6
nor2_1,33
a221o_1,4
and2_1,35
fa_1,38
dfrtp_1,32
o31ai_1,4
xor2_1,6
a21o_1,6
dlxtp_1,16
clkbuf_16,5
o221ai_1,3
## cell families (layout without fill, tap and decap cells)
group | count (synthesis) | in the layout
AOI/OAI and AO/OA | 111 | 111
xor gates and xnor gates | 17 | 17
muxes | 4 | 4
DFF | 35 | 35
latches | 16 | 16
buffers and inverters | 86 | 113
and+or+nand+nor | 141 | 141
adders and majority gates | 91 | 91
## timing repair
item	in CTS	in global routing
endpoints found under the hold margin	32	32
gates resized	44	4
endpoints found under the setup margin	16	4
Power is estimated from default activity; no workload was simulated.
